File: flow/config.mk
export PLATFORM = sky130hd
export DESIGN_NAME = downcounter_7seg
export DESIGN_NICKNAME = downcounter_7seg
export VERILOG_FILES = /design/flow/design.v
export SDC_FILE = /design/flow/constraint.sdc
export NUM_CORES = 4
export LEC_CHECK = 1
export CORE_UTILIZATION = 50
File: flow/constraint.sdc
current_design downcounter_7seg

set clk_period 8.1
set clk_io_pct 0.2

create_clock -name clk0 -period $clk_period [get_ports {clk}]

set non_clock_inputs [all_inputs -no_clocks]
set_input_delay [expr $clk_period * $clk_io_pct] -clock clk0 $non_clock_inputs
set_output_delay [expr $clk_period * $clk_io_pct] -clock clk0 [all_outputs]
File: flow/design.v
`timescale 1ns / 1ps
module downcounter_7seg
#(
    parameter CLK_FREQ_HZ = 50_000_000,   
    parameter MAX_COUNT    = 59           
)
(
    input  wire        clk,       
    input  wire        rst,       
    output wire [6:0]  seg_left,  
    output wire [6:0]  seg_right  
);
    localparam integer TICKS_PER_SEC = CLK_FREQ_HZ - 1;  
    reg [31:0] div_counter   = 0;
    reg        one_sec_pulse = 0;
    always @(posedge clk) begin
        if (rst) begin
            div_counter   <= 0;
            one_sec_pulse <= 0;
        end else begin
            if (div_counter == TICKS_PER_SEC) begin
                div_counter   <= 0;
                one_sec_pulse <= 1;
            end else begin
                div_counter   <= div_counter + 1;
                one_sec_pulse <= 0;
            end
        end
    end
    reg [7:0] current_count;   
    always @(posedge clk) begin
        if (rst) begin
            current_count <= MAX_COUNT;
        end else if (one_sec_pulse) begin
            if (current_count > 0)
                current_count <= current_count - 1;
            else
                current_count <= 0;  
        end
    end
    wire [3:0] tens_digit  = current_count / 10;
    wire [3:0] ones_digit  = current_count % 10;
    function [6:0] seven_seg_decode;
        input [3:0] bin;
        begin
            case (bin)
                4'd0 : seven_seg_decode = 7'b1000000;  
                4'd1 : seven_seg_decode = 7'b1111001;  
                4'd2 : seven_seg_decode = 7'b0100100;  
                4'd3 : seven_seg_decode = 7'b0110000;  
                4'd4 : seven_seg_decode = 7'b0011001;  
                4'd5 : seven_seg_decode = 7'b0010010;  
                4'd6 : seven_seg_decode = 7'b0000010;  
                4'd7 : seven_seg_decode = 7'b1111000;  
                4'd8 : seven_seg_decode = 7'b0000000;  
                4'd9 : seven_seg_decode = 7'b0010000;  
                default: seven_seg_decode = 7'b1111111;  
            endcase
        end
    endfunction
    assign seg_left  = seven_seg_decode(tens_digit);
    assign seg_right = seven_seg_decode(ones_digit);
endmodule
File: flow/run.sh
#!/bin/bash
# OpenROAD 26Q1-2900-gdf79404cd8, Yosys 0.63+post, stock flow scripts
make -C /OpenROAD-flow-scripts/flow DESIGN_CONFIG=/design/flow/config.mk WORK_HOME=/design/flow/orfs finish
==> results_tabular.tex <==
% Generated from flow reports
\begin{tabular}{lr}
\hline
Metric & Value \\
\hline
\multicolumn{2}{l}{\textbf{Logic synthesis}} \\
\quad Number of synthesized flops with an enable pin & 0 \\
\quad Cell type with the largest total area & dfxtp\_1 \\
\quad Asr flop ratio synth & 0\% \\
\quad Total of flip-flops plus latches after synthesis & 41 \\
\quad Top cells, area & dfxtp\_1 (27\%), nor2\_1 (7.1\%), ha\_1 (6.2\%), xor2\_1 (6.0\%), xnor2\_1 (3.7\%) \\
\quad Cells after Synth & $\sim$380 \\
\quad Post-synthesis average cell area & 7.96 um\^{}2 \\
\quad Library cells used by synthesis & a little under 80 \\
\quad Sequential share of the synthesized area & 26.9\% \\
\quad Synthesized area & 3050 um\^{}2 \\
\quad Top-count cell post-synth & nor2\_1 \\
\quad Area of the synthesized netlist per yosys stat & 3050 um\^{}2 \\
\quad Top cell type's share of synthesized area & a little over a quarter \\
\quad Post-synth top cells & nor2\_1 (58), dfxtp\_1 (41), nand2\_1 (29), xor2\_1 (21), a21oi\_1 (18) \\
\quad Most common flop cell mapped by yosys & dfxtp\_1 \\
\quad Warning count from the yosys run & 1 \\
\quad Yosys cell count & 383 \\
\multicolumn{2}{l}{\textbf{Setup path}} \\
\quad Crit path DRT & 6.48 ns \\
\quad Launching element of the worst setup path & current\_count[5]\$\_SDFFE\_PP1P\_ \\
\quad Terminus of the critical flop-to-flop path & div\_counter[27]\$\_SDFF\_PP0\_ \\
\quad Critical path data arrival time & 5.21 ns \\
\quad Kind of start point of the critical path & flip-flop \\
\quad Critical path class & reg2out \\
\quad Critical Path Sink Type & output pin \\
\quad Worst-case reg-to-reg path depth & 8 \\
\quad Reg2reg start & div\_counter[2]\$\_SDFF\_PP0\_ \\
\quad FF-to-FF setup slack & between 5 and 6 ns \\
\quad Maximum net fanout on the critical path & 14 \\
\multicolumn{2}{l}{\textbf{Final timing}} \\
\quad Min setup slack post-route & 1.27 ns \\
\quad RSZ-0062 raised after global routing & false \\
\quad Transition time at the pin with the least slew margin & between 0.7 and 0.8 ns \\
\quad Final Hold Violating Endpoints & 0 \\
\quad Minimum hold slack & 0.498 ns \\
\quad Final critical delay including setup and external delays & 6.83 ns \\
\quad Post-route clock skew & 0.0125 ns \\
\quad Final Slew Violations & 0 \\
\quad Accumulated negative setup slack & 0 ns \\
\quad Headroom to the max-slew limit & 48.4\% \\
\quad Tcrit/Tclk final & 84.3\% \\
\quad Max Fclk & 0.146 GHz \\
\quad Setup-violating endpoint count in the final report & 0 \\
\multicolumn{2}{l}{\textbf{GRT}} \\
\quad Initial antenna violation count & 0 \\
\quad Global-route congestion overflow total & 0 \\
\quad Maximum number of pins on one net before global-route repair & 32 \\
\quad Met1 global-route usage & 26.5\% \\
\quad Met3 Use GR & 2.42\% \\
\quad Via count of the first global-routing pass & approximately 2,300 \\
\quad Total track usage & 20.0\% \\
\quad Highest-utilization routing layer at the global route stage & met2 \\
\quad GR Util met2 & 35.7\% \\
\quad Global-route wire length before repair & 10,100 um \\
\multicolumn{2}{l}{\textbf{Floorplanning}} \\
\quad FP Util & 51.8\% \\
\quad Core Rows & 28 \\
\quad Die boundary width & approximately 80 um \\
\quad Total die size & 6410 um\^{}2 \\
\quad Core box area & 5890 um\^{}2 \\
\quad Chip Height & 80.1 um \\
\quad Number of I/O pins & 16 \\
\multicolumn{2}{l}{\textbf{Job}} \\
\quad Maximum Capacitance Violations & 0 \\
\quad Number of warnings in the stage logs & 35 \\
\multicolumn{2}{l}{\textbf{Route}} \\
\quad Routed wire length & 5910 um \\
\quad Residual DRC count & 0 \\
\quad Routed WL per cell & 12.7 um \\
\quad Iteration-0 DRC count of the detailed router & 114 \\
\quad Diodes inserted & 0 \\
\quad Count of nets left with antenna violations after detail routing & 0 \\
\quad Average vias per placed instance & 5.52 \\
\quad Total number of vias & 2,569 \\
\quad Number of detailed-routing iterations run before antenna repair & 4 \\
\multicolumn{2}{l}{\textbf{Min path}} \\
\quad Startpoint of the worst hold path & div\_counter[0]\$\_SDFF\_PP0\_ \\
\quad Worst hold path stage count & 1 \\
\quad Tightest Hold Check Type & reg2reg \\
\quad Hold path endpoint & div\_counter[0]\$\_SDFF\_PP0\_ \\
\multicolumn{2}{l}{\textbf{Clock tree}} \\
\quad Hold\_buf cts & 0 \\
\quad Post-CTS setup buffers & 0 \\
\quad CTS tree & done \\
\quad Buffer levels on the longest clock path & 2 \\
\quad Root buffer selected by CTS & clkbuf\_8 \\
\quad Clk ins delay skew pair & 0.29 ns \\
\quad Number of cells upsized or downsized after cts & 0 \\
\quad Clock transition at the registers of the reported paths & 0.08 ns \\
\quad Number of buffers inserted during clock tree synthesis & 5 \\
\quad Sinks on the clock net & 41 \\
\quad CTS H-tree depth & 2 \\
\multicolumn{2}{l}{\textbf{Power}} \\
\quad Static Leak & 1.26 nW \\
\quad Cell area power density & 112 nW/um\^{}2 \\
\quad Highest ir drop seen on vdd & 0.000144 V \\
\quad Pwr Total & roughly 370 uW \\
\multicolumn{2}{l}{\textbf{Layout}} \\
\quad Area Growth Syn to Fin & 9.32\% \\
\quad Logic area & 2080 um\^{}2 \\
\quad Area of all sequential standard cells & 821 um\^{}2 \\
\quad Final-layout fill cell count & between 500 and 600 \\
\quad Final Util & 56.6\% \\
\quad Proportion of layout cells with a drive suffix above 1 & between 8 and 9\% \\
\multicolumn{2}{l}{\textbf{Place}} \\
\quad PortBufs & 15 \\
\quad DP Worst Slack & 1.64 ns \\
\quad Placer's final routability congestion estimate & 0.890 \\
\quad HPWL after detailed placement & approximately 4400 um \\
\multicolumn{2}{l}{\textbf{Run status}} \\
\quad Outcome & completed \\
\hline
\end{tabular}
==> flip-flops by register name, indices dropped and copies added (netlist names) <==
name	count
one_sec_pulse	1
div_counter	32
current_count	8
==> where the power goes <==
group	internal, mW	switching [mW]
clock network	0.0923	0.0712
registers	0.203	0.00138
logic	0.00189	0.00431
==> layout by cell type (no fill, tap or decap), drive strengths merged, types with 3 or more instances in the layout <==
| cell | count |
|---|---|
| a211oi | 4 |
| a31oi | 3 |
| clkdlybuf4s50 | 15 |
| o31a | 4 |
| or3 | 5 |
| dfxtp | 41 |
| a21boi | 3 |
| nor4 | 4 |
| o22ai | 3 |
| ha | 15 |
| inv | 19 |
| a21oi | 18 |
| a21o | 5 |
| nand2 | 29 |
| and2 | 7 |
| nand2b | 5 |
| xor2 | 21 |
| o21ai | 12 |
| or2 | 3 |
| o211ai | 4 |
| nor3 | 10 |
| nor2b | 3 |
| mux2i | 7 |
| xnor2 | 14 |
| nor2 | 59 |
| nand3 | 18 |
| nand4 | 5 |
| and3 | 8 |
| clkbuf | 5 |
==> per-stage QoR <==
stage	area, um^2	std cells
after floorplan	3050	383
after global placement	3220	457
after detailed placement	3220	457
after CTS	3330	465
after global routing	3330	465
final	3330	465
==> metal layers <==
| metal | wire length (um) | vias to the layer above |
|---|---|---|
| li1 | - | 1359 |
| met2 | 2860 | 24 |
| met3 | 98 | 11 |
| met5 | 0 | - |
| met4 | 88 | 0 |
| met1 | 2860 | 1175 |
==> cell families after synthesis <==
kind of cell / share of synthesized area (%)
buf+inv: 4.93
xor+xnor: 10.3
simple gates: 27.3
flops: 26.9
compound gates: 20.5
fa+ha+maj: 6.81
mux: 3.16
==> worst max path at each step <==
stage / endpoint / slack (ns) / depth (start not counted)
4_1_cts: seg_right[0] / 1.29 / 17
5_1_grt: seg_right[0] / 0.93 / 17
6_report: seg_right[0] / 1.27 / 17
==> cell type report <==
cell class | count | share of cell area, %
flip-flops and latches | 41 | 24.6
clock buffers | 5 | 2.07
multi-input cells | 307 | 62.3
well taps | 75 | 2.82
inverters | 18 | 2.10
clock inverters | 3 | 1.31
repair buffers | 16 | 4.73
==> critical path, stage by stage, from the launching register on <==
cell and delay [ns]:
dfxtp_1 0.67, nor2_2 0.14, inv_2 0.11, ha_1 0.28, and2b_4 0.31, o21ai_2 0.07, a221oi_2 0.58, a31oi_1 0.18
o22ai_1 0.25, a2111oi_4 0.13, a311oi_4 0.42, a21boi_2 0.35, xnor2_1 0.22, inv_1 0.13, ha_1 0.21, mux2_1 0.28
a21o_1 0.17, clkdlybuf4s50_1 0.39
No activity file was given, so power comes from the tool's default toggle rates.
